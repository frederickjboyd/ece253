==> /design/flow/design.v <==
module part5(CLOCK_50, HEX0);
	input CLOCK_50;
	output [0:6] HEX0;
	reg reset_cnt_main, reset_cnt_smol;
	wire [25:0] cnt_main;
	wire [3:0] cnt_smol;
	always @(CLOCK_50)
		if (cnt_main == 26'b10111110101111000010000000)
			reset_cnt_main <= 1'b1;
		else
			reset_cnt_main <= 1'b0;
	always @(CLOCK_50)
		if (cnt_smol == 4'b1010)
			reset_cnt_smol <= 1'b1;
		else
			reset_cnt_smol <= 1'b0;
	counter_50 C0 (CLOCK_50, reset_cnt_main, cnt_main);
	counter_9  C1 (reset_cnt_main, reset_cnt_smol, cnt_smol);
	hexDisp H0 (cnt_smol, HEX0);
endmodule
module counter_50(clk, reset, Q);
	input clk, reset;
	output reg [25:0] Q;
	always @(posedge clk or posedge reset)
		if (reset)
			Q <= 26'b0;
		else
			Q <= Q + 1;
endmodule
module counter_9(clk, reset, S);
	input clk, reset;
	output reg [3:0] S;
	always @(posedge clk or posedge reset)
		if (reset)
			S <= 4'b0;
		else
			S <= S + 1;
endmodule
module hexDisp(M, disp);
	input [3:0] M;
	output [0:6] disp;
	wire s0, s1, s2, s3;
	assign s0 = M[0];
	assign s1 = M[1];
	assign s2 = M[2];
	assign s3 = M[3];
	assign disp[0] = (s0 & ~s1 & ~s2 & ~s3) | (~s0 & ~s1 & s2 & ~s3);
	assign disp[1] = s2 & (s0 ^ s1);
	assign disp[2] = ~s0 & s1 & ~s2 & ~s3;
	assign disp[3] = ~s3 & ((s0 & ~s1 & ~s2) | (~s0 & ~s1 & s2) | (s0 & s1 & s2));
	assign disp[4] = (s0 & ~s3) | (~s1 & s2 & ~s3) | (s0 & ~s1 & ~s2);
	assign disp[5] = ~s3 & ((s0 & ~s2) | (s0 & s1) | (s1 & ~s2));
	assign disp[6] = ~s3 & ((~s1 & ~s2) | (s0 & s1 & s2));
endmodule
==> /design/flow/run.sh <==
#!/bin/bash
# OpenROAD 26Q1-2900-gdf79404cd8, Yosys 0.63+post, stock flow scripts
make -C /OpenROAD-flow-scripts/flow DESIGN_CONFIG=/design/flow/config.mk WORK_HOME=/design/flow/orfs finish
==> /design/flow/config.mk <==
export PLATFORM = sky130hd
export DESIGN_NAME = part5
export DESIGN_NICKNAME = part5
export VERILOG_FILES = /design/flow/design.v
export SDC_FILE = /design/flow/constraint.sdc
export NUM_CORES = 4
export LEC_CHECK = 1
export CORE_AREA = 10 10 98 98
export DIE_AREA = 0 0 108 108
==> /design/flow/constraint.sdc <==
current_design part5

set clk_period 1.8
set clk_io_pct 0.2

create_clock -name clk0 -period $clk_period [get_ports {CLOCK_50}]

set non_clock_inputs [all_inputs -no_clocks]
set_input_delay [expr $clk_period * $clk_io_pct] -clock clk0 $non_clock_inputs
set_output_delay [expr $clk_period * $clk_io_pct] -clock clk0 [all_outputs]
==> run summary <==
Status: complete, no violations
Main area contributors: dfrtp_1 (44%), xnor2_1 (10%), dfrtn_1 (6.8%), ha_1 (5.9%), xor2_1 (4.7%)
Seq share, synth: 0.507
VDD IR-drop max: 0.443 mV
Layout Skew: 0.00808 ns
Final min period: 1.74 ns
Cell count listed in synth_stat.txt: 138
Clk ins delay skew pair: 0.27 ns
Port bufs: 7
Ys Warns: 5
#FFs+latches synth: 30
Clock share of power: 0.451
Critical-path cell list: ha_2 > nand4_1 > or3_4 > nor4_1 > xor2_1
Count of final hold-check violations: 0
Ratio of cells with drive above 1 in the final layout: 0.0933
Antenna diode instance count: 0
First-pass GRT wire length: 4260 µm
Slew HR: 0.697
Int Pwr: 882 µW
Critical Path Source Type: flip-flop
PwrDens: 594 mW/mm²
Setup violators final: 0
Fin Setup TNS: 0 ns
Vias in the first global route: 900
Post-route setup slack: 0.0613 ns
Tot Pwr: 1.06 mW
Die height: 108 µm
Largest net degree at the start of global routing: 17
Row cnt: 32
Num CTS Buffers: 3
Final Max Tran Viols: 0
Max Cap Violations: 0
CP Class: reg2reg
Drt first pass iters: 4
Worst-margin pin slew: 0.453 ns
Antenna viol nets, final: 0
GRT Total Usage: 0.0433
Synth Cell Area: 0.00148 mm²
Distinct cell type count of the synthesized netlist: 26
Vias per cell: 3.95
Syn avg cell area: 10.7 µm²
Flop-to-flop setup slack: 0.06 ns
Die W: 108 µm
Switch Pwr: 183 µW
Endpoints left unconstrained: 11
Hold-fix buffers, CTS: 0
Worst Setup EP: C0.Q[22]$_DFF_PN0_
GR Overflow Total: 0
Critical path startpoint: C0.Q[1]$_DFF_PN0_
Wire per inst: 10.1 µm
Fillers: 787
Switching Fraction: 0.172
Synthesized instance count: 138
CP max-delay cell: dfrtp_1
Share of power burned in registers: 0.549
DR iter-0 viols: 105
CP required: 1.99 ns
Dpl ws: 0.0922 ns
CP Max Fanout: 4
CP arrival: 1.93 ns
DP HPWL: 1840 µm
Area Growth Syn to Fin: 20.9%
Tool warnings: 29
Final worst-path cycle share: 0.966
CTS tree: yes
Post-CTS Setup Bufs: 0
Area leader share: 0.439
CP Capture Type: flip-flop
I/O pin cnt: 8
Core Region: 0.00765 mm²
Max Root-Sink Buffers: 2
Number of remaining DRC errors: 0
Root buffer cell: clkbuf_8
R2r worst-path depth: 5
Slowest stage delay, CP: 0.40 ns
Hold Crit Class: reg2async
Yosys chip area: 0.00148 mm²
Dominant cell type by area after synthesis: dfrtp_1
H-tree levels: 1
Max frequency: 0.575 GHz
DIE AREA: 0.0117 mm²
Initial antenna violation count: 0
Register pins left without a clock: 4
Routed wire length: 2550 µm
Fp_density: 0.194
Global placer's final weighted congestion: 0.811
Reg-to-Reg End: C0.Q[22]$_DFF_PN0_
Final core utilization: 0.234
Routed vias: 995
Logic gate share of total power: 0
Reg2reg start: C0.Q[1]$_DFF_PN0_
Clock Pin Slew Worst Setup and Hold Paths: 0.09 ns
Pleak: 0.723 nW
synthesized netlist by cell type:
master and number:
and4_1 1, nand4_1 9, nand2b_1 2, nand3_1 12, nor4_4 1, nor3_1 4, or3_4 1, nand2_1 10
o21ai_0 1, a31oi_1 1, nor4_1 3, nand3b_1 1, nor3b_1 2, nor2_1 10, dfrtn_1 4, clkbuf_1 2
nand4_4 1, inv_1 7, nor4b_1 2, xnor2_1 17, dfrtp_1 26, xor2_1 8, ha_1 7, and2_1 1
and3_2 1, a21oi_1 4
layout by cell type, fill, tap and decap left out, drive strengths merged, types with 7 or more instances in the layout:
cell | netlist | layout
dfrtp | 26 | 26
xnor2 | 17 | 17
nand3 | 12 | 12
nand2 | 10 | 10
nor2 | 10 | 10
nand4 | 10 | 10
xor2 | 8 | 8
inv | 7 | 7
clkdlybuf4s50 | 0 | 7
ha | 7 | 7
layout make-up:
class | count | area [µm²] | share of cell area
Clock inverter | 1 | 30.0 | 0.0168
Multi-Input combinational cell | 99 | 711 | 0.397
Sequential cell | 30 | 751 | 0.419
Inverter | 7 | 26.3 | 0.0147
Clock buffer | 3 | 41.3 | 0.0230
Tap cell | 102 | 128 | 0.0712
Timing Repair Buffer | 10 | 105 | 0.0587
metrics by stage:
| step | cell area (µm²) | hold WS (ns) | cells |
|---|---|---|---|
| after floorplan | 1480 | 0.438 | 138 |
| after global placement | 1710 | 0.411 | 248 |
| after detailed placement | 1710 | 0.417 | 248 |
| after CTS | 1780 | 0.428 | 252 |
| after global routing | 1790 | 0.480 | 252 |
| final | 1790 | 0.412 | 252 |
critical path: cells and delay by family (launching register included):
family	cells	cell delay (ns)
xor gates and xnor gates	1	0.17
adders and majority gates	1	0.23
and+or+nand+nor	3	0.87
DFF	1	0.40
sequential cells by signal, summed over array words and instances (netlist names):
name	count
C1.S	4
C0.Q	26
power groups by stage:
stage	clock network, mW	registers [mW]	logic [mW]
after CTS	0.497	0.584	0.000000278
after global routing	0.514	0.584	0.000000277
final	0.481	0.584	0.000000277
cell families after synthesis:
logic type	share of synthesized area
AND-OR/OR-AND	0.0211
XOR/XNOR	0.148
adder cells (fa/ha/maj)	0.0591
buffers and inverters	0.0228
AND/OR/NAND/NOR	0.242
flip-flops	0.507
metal layers:
layer / routed length (µm) / vias to the layer above / global-route usage
met5: 0 / - / 0
met4: 19 / 0 / 0.00286
met3: 160 / 2 / 0.0133
met2: 1010 / 16 / 0.0612
met1: 1360 / 473 / 0.0664
li1: - / 504 / -
worst min-delay path by stage:
stage | slack [ns] | depth (start not counted) | to
CTS | 0.43 | 2 | C0.Q[5]$_DFF_PN0_
global route | 0.48 | 2 | C0.Q[5]$_DFF_PN0_
finish | 0.41 | 2 | C0.Q[6]$_DFF_PN0_
repair_timing:
action                     in CTS  in global routing
hold endpoints to repair        0                  0
setup endpoints to repair       0                  3
resized                         0                  3
Power is estimated from default activity; no workload was simulated.
