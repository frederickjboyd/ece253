<file path="constraint.sdc">
current_design part6

set clk_period 1.2
set clk_io_pct 0.2

create_clock -name clk0 -period $clk_period

set non_clock_inputs [all_inputs -no_clocks]
set_input_delay [expr $clk_period * $clk_io_pct] -clock clk0 $non_clock_inputs
set_output_delay [expr $clk_period * $clk_io_pct] -clock clk0 [all_outputs]
</file>
<file path="config.mk">
export PLATFORM = sky130hd
export DESIGN_NAME = part6
export DESIGN_NICKNAME = part6
export VERILOG_FILES = /design/flow/design.v
export SDC_FILE = /design/flow/constraint.sdc
export NUM_CORES = 4
export LEC_CHECK = 1
export CORE_AREA = 10 10 70 70
export DIE_AREA = 0 0 80 80
</file>
<file path="design.v">
module part6(SW, LEDR, HEX0, HEX1, HEX2, HEX3, HEX4, HEX5);
	input [9:0] SW;
	output [9:0] LEDR;
	output [0:6] HEX0;
	output [0:6] HEX1;
	output [0:6] HEX2;
	output [0:6] HEX3;
	output [0:6] HEX4;
	output [0:6] HEX5;
	wire [1:0] M0, M1, M2, M3, M4, M5;
	mux_2bit_6to1 U0 (SW[9:7], SW[1:0], 3, 3, 3, SW[5:4], SW[3:2], M0);
	mux_2bit_6to1 U1 (SW[9:7], SW[3:2], SW[1:0], 3, 3, 3, SW[5:4], M1);
	mux_2bit_6to1 U2 (SW[9:7], SW[5:4], SW[3:2], SW[1:0], 3, 3, 3, M2);
	mux_2bit_6to1 U3 (SW[9:7], 3, SW[5:4], SW[3:2], SW[1:0], 3, 3, M3);
	mux_2bit_6to1 U4 (SW[9:7], 3, 3, SW[5:4], SW[3:2], SW[1:0], 3, M4);
	mux_2bit_6to1 U5 (SW[9:7], 3, 3, 3, SW[5:4], SW[3:2], SW[1:0], M5);
	char_7seg H0 (M0, HEX0);
	char_7seg H1 (M1, HEX1);
	char_7seg H2 (M2, HEX2);
	char_7seg H3 (M3, HEX3);
	char_7seg H4 (M4, HEX4);
	char_7seg H5 (M5, HEX5);
endmodule
module mux_2bit_6to1(S, A, B, C, D, E, F, M);
	input [1:0] A, B, C, D, E, F;
	input [2:0] S;
	output [1:0] M;
	assign M = S[2] ? (S[0] ? F : E) : (S[1] ? (S[0] ? D : C) : (S[0] ? B : A));
endmodule
module char_7seg(C, display);
	input [1:0] C;
	output [0:6] display;
	assign display[0] = C[0] | ~C[1];
	assign display[1] = C[1];
	assign display[2] = C[1];
	assign display[3] = C[0];
	assign display[4] = C[0];
	assign display[5] = C[0] | ~C[1];
	assign display[6] = C[0];
endmodule
</file>
<file path="run.sh">
#!/bin/bash
# OpenROAD 26Q1-2900-gdf79404cd8, Yosys 0.63+post, stock flow scripts
make -C /OpenROAD-flow-scripts/flow DESIGN_CONFIG=/design/flow/config.mk WORK_HOME=/design/flow/orfs finish
</file>
==> insert_results.sql <==
-- generated from flow reports
INSERT INTO impl_metrics (metric_group, metric, value, unit) VALUES
('power_and_ir_drop', 'power_switching', '0.0001720', 'W'),
('floorplanning', 'die_area', '0.006400', 'sq mm'),
('flow_run', 'log.warning_count', '36', ''),
('detailed_routing', 'route.antenna.diode_count', '0', ''),
('synthesis', 'synth.cellmix.simpleShare', '0.1756', ''),
('status', 'status', 'complete, but fails checks', ''),
('final_timing', 'holdWs', '946.8', 'ps'),
('critical_path', 'cp-start-kind', 'input port', ''),
('critical_path', 'worstPathRequired', '960', 'ps'),
('floorplanning', 'boundaryPins', '62', ''),
('power_and_ir_drop', 'pwr_dens', '394.3', 'mW/mm^2'),
('final_timing', 'final.period_utilization', '1.316', ''),
('synthesis', 'total_of_warnings_raised_by_yosys', '28', ''),
('critical_path', 'path_cells', 'buf_8, buf_8, and2b_2, buf_6, a22oi_2, buf_4, nand2b_4, buf_2', ''),
('clock_tree', 'cts.hold.buffers_added', '0', ''),
('floorplanning', 'core_util_floorplan', '0.1564', ''),
('synthesis', 'ys_seq_share', '0', ''),
('critical_path', 'cp.arrival', '1340', 'ps'),
('final_timing', 'fin_ws', '-379.1', 'ps'),
('synthesis', 'post_synth.cell_area_avg', '7.123', 'sq um'),
('power_and_ir_drop', 'pwr-share-clk', '0', ''),
('synthesis', 'synth-compound-area-share', '0.1803', ''),
('final_timing', 'report.final.slew_viol_count', '0', ''),
('final_layout', 'final_common_cell', 'sky130_fd_sc_hd__buf_6', ''),
('synthesis', 'synth.distinct_cells', '17', ''),
('critical_path', 'path_delay_family', 'buffers and inverters', ''),
('final_layout', 'combGateArea', '441.7', 'sq um'),
('power_and_ir_drop', 'power.total', '0.0004958', 'W'),
('final_timing', 'timing.final.crit_period', '1579', 'ps'),
('final_layout', 'area.sequential', '0', 'sq um'),
('placed_design', 'place_area', '947.2', 'sq um'),
('global_routing', 'first_global_vias', '656', ''),
('placed_design', 'placement.io_buffers', '51', ''),
('detailed_routing', 'number_of_vias_after_detailed_routing', '663', ''),
('detailed_routing', 'routed_wl', '2.385', 'mm'),
('final_timing', 'finalHoldViolCount', '0', ''),
('floorplanning', 'core_area', '0.003416', 'sq mm'),
('synthesis', 'synthesis.instances', '75', ''),
('floorplanning', 'std_cell_rows', '21', ''),
('critical_path', 'worst_setup_path_end_kind', 'primary output', ''),
('synthesis', 'adder_cell_share_of_the_synthesized_area', '0', ''),
('hold_path', 'hold_path.class', 'in2out', ''),
('power_and_ir_drop', 'static-leakage-power', '0.5938', 'nW'),
('placed_design', 'detailed_placement_hpwl', '1.757', 'mm'),
('final_layout', 'layout_top_cells_excl_fill_tap', '32 x sky130_fd_sc_hd__buf_6, 26 x sky130_fd_sc_hd__buf_2, 21 x sky130_fd_sc_hd__buf_4, 10 x sky130_fd_sc_hd__conb_1, 7 x sky130_fd_sc_hd__a22oi_2', ''),
('power_and_ir_drop', 'switching_share', '0.3469', ''),
('detailed_routing', 'viasPerCell', '3.663', ''),
('synthesis', 'synth.cellmix.xorXnorShare', '0', ''),
('final_layout', 'final_layout_size_suffix_gt1_frac', '0.8222', ''),
('critical_path', 'startpoint', 'SW[7]', ''),
('status', 'violations_in_the_final_reports', 'setup timing', ''),
('final_layout', 'n_fill_cell', '335', ''),
('final_timing', 'setup_viol', '42', ''),
('critical_path', 'crit_path_max_fanout', '7', ''),
('synthesis', 'netlist_logic_family_top', 'buffers and inverters', ''),
('global_routing', 'antenna_violations_before_repair', '0', ''),
('power_and_ir_drop', 'max-vdd-ir-drop', '170.8', 'uV'),
('detailed_routing', 'remaining_drc_errors', '0', ''),
('flow_run', 'maxCapViolations', '0', ''),
('critical_path', 'cp_slowest_stage_delay', '230', 'ps'),
('floorplanning', 'chipHeight', '80', 'microns'),
('placed_design', 'gp_congestion', '0.8590', ''),
('synthesis', 'post_synth_instance_area', '534.3', 'sq um'),
('final_layout', 'area_growth', '135.4', '%'),
('global_routing', 'overall_fraction_of_global_route_tracks_in_use', '0.06522', ''),
('critical_path', 'worstPathBufferInverterCount', '5', ''),
('final_timing', 'fin_tns_setup', '-11090', 'ps'),
('final_timing', 'fmax', '633.3', 'MHz'),
('final_timing', 'rsz0062_at_grt', 'yes', ''),
('final_layout', 'ff_count', '0', ''),
('critical_path', 'crit_top_cell', 'sky130_fd_sc_hd__buf_8', '');
==> worst min-delay path by stage <==
| stage | depth (start not counted) | to | start | slack [ps] |
|---|---|---|---|---|
| 6_report | 4 | HEX3[5] | SW[5] | 950 |
| 5_1_grt | 4 | HEX3[0] | SW[5] | 970 |
| 4_1_cts | 4 | HEX4[2] | SW[9] | 1020 |
==> per-layer routing <==
metal,vias up,track usage,wire [microns]
li1,332,-,-
met1,300,0.08146,1006
met2,31,0.1091,1098
met3,0,0.02614,279
met4,0,0,0
met5,-,0,0
==> synth_stat cells <==
library cell               count  area share
sky130_fd_sc_hd__nand3_1       2       0.019
sky130_fd_sc_hd__nor2b_1       2       0.023
sky130_fd_sc_hd__buf_6         1       0.021
sky130_fd_sc_hd__or2_1         2       0.023
sky130_fd_sc_hd__nand2_1       4       0.028
sky130_fd_sc_hd__buf_4        34        0.48
sky130_fd_sc_hd__nand2b_1      4       0.047
sky130_fd_sc_hd__a22oi_1       8        0.11
sky130_fd_sc_hd__inv_1         1      0.0070
sky130_fd_sc_hd__and2b_1       1       0.014
sky130_fd_sc_hd__a21o_2        1       0.016
sky130_fd_sc_hd__mux2i_1       6        0.11
sky130_fd_sc_hd__conb_1        1      0.0070
sky130_fd_sc_hd__a21o_1        1       0.014
sky130_fd_sc_hd__a221o_1       2       0.037
sky130_fd_sc_hd__nor2_1        3       0.021
sky130_fd_sc_hd__buf_2         2       0.019
==> worst min-delay path, stage by stage <==
cell,delay [ps]
sky130_fd_sc_hd__clkbuf_2,120
sky130_fd_sc_hd__nand3_1,90
sky130_fd_sc_hd__a221o_1,150
sky130_fd_sc_hd__buf_2,100
==> what timing repair did <==
action,in CTS,in global routing
setup buffers,28,1
pin swaps,19,7
gates resized,209,13
endpoints found under the setup margin,42,42
==> stage by stage <==
stage | setup WS [ps] | cells
3_5_place_dp | -1063 | 154
5_1_grt | -429.3 | 181
2_1_floorplan | -100.1 | 84
3_3_place_gp | -1037 | 154
6_report | -379.1 | 181
4_1_cts | -374.0 | 181
==> area by class of cell <==
type               count  share of cell area
inverters              1            0.004975
well taps             46             0.04577
repair buffers        88              0.5980
multi-input cells     46              0.3512
==> logic make-up after synthesis <==
logic type	after synthesis
other cells	1
compound gates	12
buf+inv	38
simple gates	18
mux	6
==> power groups by stage <==
stage | Clock (W) | Combinational (W) | Sequential (W)
final | 0 | 0.000496 | 0
after CTS | 0 | 0.000478 | 0
after global routing | 0 | 0.000536 | 0
No activity file was given, so power comes from the tool's default toggle rates.
