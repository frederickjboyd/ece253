`run.sh`:
```
#!/bin/bash
# OpenROAD 26Q1-2900-gdf79404cd8, Yosys 0.63+post, stock flow scripts
make -C /OpenROAD-flow-scripts/flow DESIGN_CONFIG=/design/flow/config.mk WORK_HOME=/design/flow/orfs finish
```
`config.mk`:
```
export PLATFORM = sky130hd
export DESIGN_NAME = part3
export DESIGN_NICKNAME = part3
export VERILOG_FILES = /design/flow/design.v
export SDC_FILE = /design/flow/constraint.sdc
export NUM_CORES = 4
export LEC_CHECK = 1
export CORE_AREA = 10 10 88 88
export DIE_AREA = 0 0 98 98
```
`constraint.sdc`:
```
current_design part3

set clk_period 2.1
set clk_io_pct 0.2

create_clock -name clk0 -period $clk_period [get_ports {KEY}]

set non_clock_inputs [all_inputs -no_clocks]
set_input_delay [expr $clk_period * $clk_io_pct] -clock clk0 $non_clock_inputs
set_output_delay [expr $clk_period * $clk_io_pct] -clock clk0 [all_outputs]
```
`design.v`:
```
module part3(SW, KEY, HEX0, HEX1);
	input [9:0] SW;
	input [0:0] KEY;
	output [0:6] HEX0, HEX1;
	wire clk, enable, clear;
	wire [7:0] Q;
	assign clk = KEY[0];
	assign enable = SW[1];
	assign clear = SW[0];
	flip_flop T0 (enable, clk, clear, Q[0]);
	flip_flop T1 ((enable & Q[0]), clk, clear, Q[1]);
	flip_flop T2 ((enable & Q[0] & Q[1]), clk, clear, Q[2]);
	flip_flop T3 ((enable & Q[0] & Q[1] & Q[2]), clk, clear, Q[3]);
	flip_flop T4 ((enable & Q[0] & Q[1] & Q[2] & Q[3]), clk, clear, Q[4]);
	flip_flop T5 ((enable & Q[0] & Q[1] & Q[2] & Q[3] & Q[4]), clk, clear, Q[5]);
	flip_flop T6 ((enable & Q[0] & Q[1] & Q[2] & Q[3] & Q[4] & Q[5]), clk, clear, Q[6]);
	flip_flop T7 ((enable & Q[0] & Q[1] & Q[2] & Q[3] & Q[4] & Q[5] & Q[6]), clk, clear, Q[7]);
	dispHex H0 (Q[3:0], HEX0);
	dispHex H1 (Q[7:4], HEX1);
endmodule
module flip_flop(t, clk, clear, q);
	input t, clk, clear;
	output reg q;
	always @(posedge clk or negedge clear)
		if (~clear)
			q <= 1'b0;
		else if (t)
			q <= ~q;
endmodule
module dispHex(s, disp);
	input [3:0] s;
	output [0:6] disp;
	assign disp[0]=(~s[3]&~s[2]&~s[1]& s[0]) | (~s[3]& s[2]&~s[1]&~s[0]) | ( s[3]&~s[2]& s[1]& s[0]) | ( s[3]& s[2]&~s[1]& s[0]);
	assign disp[1]=(~s[3]& s[2]&~s[1]& s[0]) | (~s[3]& s[2]& s[1]&~s[0]) | ( s[3]&~s[2]& s[1]& s[0]) | ( s[3]& s[2]&~s[1]&~s[0]) | ( s[3]& s[2]& s[1]);
	assign disp[2]=(~s[3]&~s[2]& s[1]&~s[0]) | ( s[3]& s[2]&~s[1]&~s[0]) | ( s[3]& s[2]& s[1]);
	assign disp[3]=(~s[3]&~s[2]&~s[1]& s[0]) | (~s[3]& s[2]&~s[1]&~s[0]) | (~s[3]& s[2]& s[1]& s[0]) | ( s[3]&~s[2]& s[1]&~s[0]) | ( s[3]& s[2]& s[1]& s[0]);
	assign disp[4]=(~s[3]&~s[2]&~s[1]& s[0]) | (~s[3]&~s[2]& s[1]& s[0]) | (~s[3]& s[2]&~s[1]&~s[0]) | ( s[3]&~s[2]&~s[1]& s[0]) | (~s[3]& s[2]& s[0]);
	assign disp[5]=(~s[3]&~s[2]&~s[1]& s[0]) | (~s[3]& s[2]& s[1]& s[0]) | ( s[3]& s[2]&~s[1]& s[0]) | (~s[3]&~s[2]& s[1]);
	assign disp[6]=(~s[3]& s[2]& s[1]& s[0]) | ( s[3]& s[2]&~s[1]&~s[0]) | (~s[3]&~s[2]&~s[1]);
endmodule
```
==> flow_metrics.tcl <==
# implementation run metrics
set metrics [dict create \
    relSlewSlack 0.751 \
    io_pins 25 \
    p_per_area_nw_per_um2 1600 \
    ys_seq_share 0.263 \
    die-width_microns 98 \
    grt_pass1_vias 706 \
    total_power_w 0.00208 \
    drc 0 \
    hpwl_microns 1490 \
    clk_pin_slew_ns 0.03 \
    drive_above_1_share 0.442 \
    crit_buf_inv 2 \
    hold_path.class "input port to async pin" \
    synth_async_sr_flop_share 1.00 \
    synth-seq-cells 8 \
    grt_max_degree 14 \
    rsz0062_at_grt "false" \
    rows 28 \
    wirelength_microns 2300 \
    synth.area.top_cells "dfrtp_1, xnor2_1, buf_4, a21oi_1, buf_6" \
    skew_ns 0.00000303 \
    r2r_start "T1.q$_DFFE_PN0N_" \
    antenna_cells 0 \
    routed_via_density 3.85 \
    initial_core_util 0.129 \
    final_max_slew_viol_count 0 \
    holdWs_ns 0.498 \
    synth_cell_types 37 \
    crit_fanout 5 \
    dieHeight_microns 98 \
    yosys_cells 91 \
    drt_iter0_markers 63 \
    max_freq_mhz 495 \
    cp_slowest_stage_delay_ns 0.43 \
    sequentialPowerShare 0.172 \
    htree_levels 1 \
    grt_usage 0.0434 \
    placed_cell_area_sq_um 1020 \
    yosys.area.top_type_share 0.263 \
    seqCellArea_sq_um 208 \
    fill_cells 620 \
    cts-buffers-inserted 3 \
    min_period_ns 2.02 \
    syn_area_sq_um 762 \
    final_cell_mix "buf_4, nand2_1, dlymetal6s2s_1" \
    power_switching_w 0.000750 \
    synth_cells 91 \
    gr-total-overflow 0 \
    synth_area_leader_cell "dfrtp_1" \
    synth_area_per_cell_sq_um 8.37 \
    grt_antenna_before_repair 0 \
    via_count 821 \
    post-route-period-util 0.963 \
    cts_tree "yes" \
    warning_count 53 \
    comb_power_share 0.752 \
    ys.flop_type "dfrtp_1" \
    edf_count 0 \
    dieArea_sq_um 9600 \
    cp.arrival_ns 1.60 \
    hold_buffers 0 \
    dp.cells 184 \
    port-buffer-count 16 \
    root_buffer "clkbuf_8" \
    stdcell_area_sq_um 1300 \
    r2r_end "T6.q$_DFFE_PN0P_" \
    area.growth.synth_to_final_pct 70.6 \
    ys_warn_count 1 \
    dr.pass1.iters 4 \
    gp_congestion 0.838 \
    max-cap-violations 0 \
    grt_first_pass_wirelength_microns 3550 \
    core-area_sq_um 5920 \
    power.internal_w 0.00133 \
    finalSetupViolations 0 \
    wl_per_cell_microns 10.8 \
    comb_area_sq_um 495 \
    pwr-share-clk 0.076 \
    power_leakage_nw 0.657 \
    start_kind "flip-flop" \
    worst_pin_slew_ns 0.372 \
    cpMaxStageDelayCell "dfrtp_2" \
    cp_cell_sequence "buf_4, nand2b_1, nand2_1, a22o_1, clkdlybuf4s50_1" \
    status "finished, final reports clean" \
    cpLargestDelayFamily "buffers and inverters" \
    cts_max_path_buffers 2 \
    crit_type "flip-flop to output port" \
    swShare 0.361 \
    reg2reg_setup_slack_ns 0.80 \
    drtAntennaViolNets 0 \
    r2r_cells 6 \
    numClockSinks 8 \
    clk-insertion-delay-late_ns 0.21 \
    finalHoldViolations 0 \
    ys_area_sq_um 762 \
    fin_cells 213 \
    final_common_cell "buf_4" \
    cp.required_ns 1.68 \
    cp-end-kind "output port" \
    ir_drop_v 0.000373 \
]
stage by stage:
| step | worst slack [ns] | TNS [ns] | util |
|---|---|---|---|
| after floorplan | 0.777 | 0 | - |
| after global placement | 0.0599 | 0 | 0.172 |
| after detailed placement | 0.0614 | 0 | 0.172 |
| after CTS | -0.00177 | -0.00177 | 0.193 |
| after global routing | 0.0000686 | 0 | 0.220 |
| final | 0.0787 | 0 | 0.220 |
layout make-up:
cell class                 count  area share
multi-input combinational     73       0.381
sequential                     8       0.160
timing repair buffer          52       0.349
inverter                       2     0.00577
tap                           75      0.0722
clock buffer                   3      0.0318
how the worst max path moves through the flow:
stage	cells past startpoint	to	slack [ns]	start
after CTS	5	HEX1[2]	-0.002	T6.q$_DFFE_PN0P_
after global routing	5	HEX1[1]	0.00007	T6.q$_DFFE_PN0P_
final	5	HEX1[1]	0.08	T6.q$_DFFE_PN0P_
what timing repair did:
item                       CTS  global route
setup endpoints to repair   12            11
pin swaps                    2             7
gates cloned                 0             1
gates resized               10            17
buffers inserted            10            15
sequential cells by signal, indices dropped and copies added, names as in the netlist:
signal,cells
T0.q,1
T1.q,1
T2.q,1
T3.q,1
T4.q,1
T5.q,1
T6.q,1
T7.q,1
power groups by stage:
stage         clock, W  combinational [W]  sequential (W)
global route  0.000199            0.00174        0.000370
finish        0.000158            0.00156        0.000357
CTS           0.000183            0.00137        0.000379
worst reg2reg max path, stage by stage (launching register included):
cell     delay, ns
dfrtp_1       0.38
buf_2         0.18
buf_4         0.12
buf_4         0.10
nand4_2       0.13
nor3_2        0.15
xor2_1        0.16
kinds of logic after synthesis:
logic type / Yosys count / synth area share
and+or+nand+nor: 36 / 0.301
AOI/OAI and AO/OA: 26 / 0.202
buffers and inverters: 10 / 0.103
xor gates and xnor gates: 9 / 0.103
DFF: 8 / 0.263
muxes: 2 / 0.0279
cell usage after synthesis (2+ instances only):
library cell and count:
nand2_1 8, buf_4 5, a22o_1 2, xor2_1 3, o21ai_0 5, o22ai_1 3, nand4_1 3, dfrtp_1 8
nand3b_1 2, a21oi_1 7, nand2b_1 3, buf_6 3, nor2_1 4, xnor2_1 6, nand3_1 2, nor3_2 2
o21ai_1 5
layer usage:
metal	up-vias	track usage	wire length [microns]
li1	413	-	-
met1	392	0.0585	1110
met2	14	0.0655	1020
met3	2	0.0164	159
met4	0	0.00671	8
met5	-	0	0
Power figures rest on the tool's default switching activity, not on a simulated workload.
